--- design.v ---
`timescale 1ns / 1ps
module X_RAM_NOREAD(clk,reset,Start, Stop, Ack, out_pipe, Score,
	X_Edge_OO_L,
	X_Edge_O1_L,
	X_Edge_O2_L,
	X_Edge_O3_L,
	X_Edge_O4_L,
	X_Edge_OO_R,
	X_Edge_O1_R,
	X_Edge_O2_R,
	X_Edge_O3_R,
	X_Edge_O4_R,
	Q_Initial,
	Q_Count,
	Q_Stop);
 input clk,reset;
 input Start, Stop, Ack;
 output [9:0] X_Edge_OO_L;
 output [9:0] X_Edge_O1_L;
 output [9:0] X_Edge_O2_L;
 output [9:0] X_Edge_O3_L;
 output [9:0] X_Edge_O4_L;
 output [9:0] X_Edge_OO_R;
 output [9:0] X_Edge_O1_R;
 output [9:0] X_Edge_O2_R;
 output [9:0] X_Edge_O3_R;
 output [9:0] X_Edge_O4_R;
 output	[2:0] out_pipe;
 output	[3:0] Score;
 output 	Q_Initial, Q_Count, Q_Stop;
 reg [9:0] array_X_Left [4:0];  
 reg [9:0] array_X_Right [4:0];  
 reg [2:0] out_pipe;
 reg [3:0] Score;
 reg[2:0] state;
 localparam
			QInitial = 3'b001,
			QCount	= 3'b010,
			QStop = 3'b100,
			UNK		= 3'bXXX;
	assign {Q_Stop, Q_Count,
			Q_Initial } = state;
	parameter X0_init = 0;
	parameter X1_init = 142;
	parameter X2_init = 284;
	parameter X3_init = 426;
	parameter X4_init = 568;
	parameter X0_init_2 = 61;
	parameter X1_init_2 = 203;
	parameter X2_init_2 = 345;
	parameter X3_init_2 = 487;
	parameter X4_init_2 = 629;
	reg [2:0] out_temp_1;
	reg [2:0] out_temp_2;
	reg [2:0] out_temp_3;
	reg [2:0] out_temp_4;
integer i;
 always @ (posedge clk, posedge reset)
	begin  : X_RAM_logic
		if(reset)
		begin
			state <= QInitial;
		end
		else
		begin
			case(state)	 
				QInitial:
				begin
						Score <= 0;
						array_X_Left[0] <= X0_init;
						array_X_Left[1] <= X1_init;
						array_X_Left[2] <= X2_init;
						array_X_Left[3] <= X3_init;
						array_X_Left[4] <= X4_init;
						array_X_Right[0] <= X0_init_2;
						array_X_Right[1] <= X1_init_2;
						array_X_Right[2] <= X2_init_2;
						array_X_Right[3] <= X3_init_2;
						array_X_Right[4] <= X4_init_2;
						out_pipe <= 2;  
						out_temp_1 <= 3;
						out_temp_2 <= 4;
						out_temp_3 <= 0;
						out_temp_4 <= 1;
					if(Start)  
						state <= QCount;
				end	
				QCount:
				begin
					if(Stop)
					begin
						state <= QStop;
					end
						for(i = 0; i < 5; i = i + 1)  
						begin
							array_X_Left[i] <= array_X_Left[i]-10'd1;
							if(array_X_Left[i] == 0)
							begin
								array_X_Left[i] <= 0;
							end
							array_X_Right[i] <= array_X_Right[i]-10'd1;
							if(array_X_Right[i] == 0)
							begin
								array_X_Left[i] <= 10'd640;
								array_X_Right[i] <= 10'd720;
							end
						end
						if(array_X_Right[out_pipe] < 230)  
						begin  
							out_pipe <= out_pipe + 1;
							if(out_pipe == 4)
								out_pipe <= 0;
							out_temp_1 <= out_temp_1 + 1;
							if(out_temp_1 == 4)
								out_temp_1 <= 0;
							out_temp_2 <= out_temp_2 + 1;
							if(out_temp_2 == 4)
								out_temp_2 <= 0;
							out_temp_3 <= out_temp_3 + 1;
							if(out_temp_3 == 4)
								out_temp_3 <= 0;
							out_temp_4 <= out_temp_4 + 1;
							if(out_temp_4 == 4)
								out_temp_4 <= 0;								
							if(~Stop) Score <= Score + 4'd1;  
						end
				end  
				QStop:
				begin
					if(Ack)
						state <= QInitial;
				end
				default:
					state <= UNK;
			endcase
		end
	end
 assign X_Edge_OO_L = array_X_Left[out_pipe];
 assign X_Edge_O1_L = array_X_Left[out_temp_1];
 assign X_Edge_O2_L = array_X_Left[out_temp_2];
 assign X_Edge_O3_L = array_X_Left[out_temp_3];
 assign X_Edge_O4_L = array_X_Left[out_temp_4];
 assign X_Edge_OO_R = array_X_Right[out_pipe];
 assign X_Edge_O1_R = array_X_Right[out_temp_1];
 assign X_Edge_O2_R = array_X_Right[out_temp_2];
 assign X_Edge_O3_R = array_X_Right[out_temp_3];
 assign X_Edge_O4_R = array_X_Right[out_temp_4];
endmodule
--- run.sh ---
#!/bin/bash
# OpenROAD 26Q1-2900-gdf79404cd8, Yosys 0.63+post, stock flow scripts
make -C /OpenROAD-flow-scripts/flow DESIGN_CONFIG=/design/flow/config.mk WORK_HOME=/design/flow/orfs finish
--- config.mk ---
export PLATFORM = sky130hd
export DESIGN_NAME = X_RAM_NOREAD
export DESIGN_NICKNAME = X_RAM_NOREAD
export VERILOG_FILES = /design/flow/design.v
export SDC_FILE = /design/flow/constraint.sdc
export NUM_CORES = 4
export LEC_CHECK = 1
export CORE_UTILIZATION = 30
--- constraint.sdc ---
current_design X_RAM_NOREAD

set clk_period 5.3
set clk_io_pct 0.2

create_clock -name clk0 -period $clk_period [get_ports {clk}]

set non_clock_inputs [all_inputs -no_clocks]
set_input_delay [expr $clk_period * $clk_io_pct] -clock clk0 $non_clock_inputs
set_output_delay [expr $clk_period * $clk_io_pct] -clock clk0 [all_outputs]
==> reports/summary.txt <==
Row count - 66
Worst-margin pin slew - 0.773 ns
Worst-path clk slew - 0.06 ns
Most used flip-flop cell - edfxtp_1
Pwr Density - 816 mW/mm^2
GP Congestion - 1.01
Post-synthesis chip area from yosys - 0.00988 sq mm
Tool warning count - 45
Layout cells sized above 1 - 0.0734
CP max FO - 26
CTS sink cnt - 122
RSZ-0062 raised after global routing - false
Vias in the first global route - 8644
Registers, synthesis - 122
Number of enable flip-flop cells - 119
Minimum clock period - 4.42 ns
# hold bufs at CTS - 0
Setup CP Type - flop to output pin
DRT Pass-1 Iters - 24
Vias per Instance - 5.89
Initial antenna violation count - 3
Sequence of cells on the critical path - ha_1 -> ha_1 -> or4_1 -> buf_4 -> a31oi_1 -> clkdlybuf4s50_1
FILL cells - 3170
Yosys warning total - 3
Worst hold margin - 0.557 ns
Flop-to-flop setup slack - 1.87 ns
Number of placed cells counting well taps - 1595
Slew headroom - 0.485
DP Wirelength - 25.8 mm
Late-Pin Clk Latency - 0.42 ns
CTS tree - done
Post_cts resized - 0
Total GRT Usage - 0.233
TNS Setup - 0 ns
Largest net degree at the start of global routing - 103
Post-synth cell types - 61
Top area cell types - edfxtp_1 36%, a22oi_1 14%, nor2_1 6.4%
Post-DRT Antenna Nets - 0
Leakage - 3.77 nW
Max VDD drop - 0.398 mV
Num ports - 115
Top delay family on crit path - buffers and inverters
Critical Path RT - 4.24 ns
Critical R2R Launch - out_pipe[1]
Crit start category - flop
Hold crit path type - flop to flop
Cell area after synthesis - 0.00988 sq mm
Slowest cell on the critical path - or4_1
Final Cycle Share - 0.834
Yosys top cell by instances - a22oi_1
Top cells by count - 179 x a22oi_1, 169 x nor2_1, 139 x clkbuf_1, 119 x edfxtp_1, 91 x a31oi_1
Height of the die - 183 um
Post-synth top area cell - edfxtp_1
Final Max Tran Viols - 0
Via count - 9596
Die Width - 183 um
First-pass GRT wire length - 56.5 mm
Post-CTS Setup Inserts - 0
Total congestion overflow - 0
Clock Skews - 0.0102 ns
Core Footprint - 0.0325 sq mm
TritonCTS Buffers - 17
DRC viols - 0
Max cap viols - 0
Worst Path Buf+Inv - 2
Worst path max stage delay - 0.83 ns
Setup crit end kind - output pin
Floorplan utilization - 0.304
Mean Syn Cell Area - 8.42 sq um
Reg2Reg Depth - 9
Drt first-iter violations - 1344
Top cell by count, worst path - ha_1
Die area - 0.0337 sq mm
R2R Path End - out_temp_4[2]
Worst EP arrival - 3.36 ns
Ys async rst share - 0.0246
DR WL/cell - 23.3 um
Area growth syn-to-layout - 19.5%
Final hold violations - 0
CTS Root Cell - clkbuf_16
Ys cells - 1173
WL final - 38.0 mm
Critical Path Stages - 6
Post-route insts no fill - 1628
Fmax - 0.226 GHz
# port buffers - 114
Critical Path Source - out_temp_3[0]
Final Setup Violations - 0
Gate count of the mapped netlist - 1173
Critical Path Sink - X_Edge_O3_L[1]
Register area share after synthesis - 0.370
Post-synth top area share - 0.362
CTS H-tree depth - 4
Status - finished clean
Clk buf depth - 2
[registers in the layout, summed over array words and instances (netlist names)]
register,cells
state,3
array_X_Left,50
out_temp_1,3
out_temp_4,3
array_X_Right,50
out_temp_2,3
out_pipe,3
Score,4
out_temp_3,3
[worst min-delay path by stage]
stage / from / end / slack, ns / cells after the start
6_report: state[0] / state[2] / 0.56 / 1
5_1_grt: state[0] / state[2] / 0.59 / 1
4_1_cts: state[0] / state[2] / 0.56 / 1
[layout make-up]
type	instances	area, sq um	area share
multi-input combinational	845	5450	0.462
sequential	122	3650	0.309
timing repair buffer	146	1390	0.118
tap	442	553	0.0469
clock buffer	17	425	0.0361
clock inverter	15	174	0.0147
inverter	40	150	0.0127
antenna	1	2.50	0.000212
[per-layer routing]
layer	vias up	GRT usage	wire [um]
met5	-	0	85
met4	4	0.0590	1380
met1	4414	0.362	16200
li1	4351	-	-
met3	100	0.0632	4630
met2	727	0.329	15700
[stage by stage]
step	worst slack, ns	util	instance area (sq um)	total power [mW]
3_3_place_gp	1.31	0.345	11200	8.26
6_report	0.880	0.364	11800	9.63
4_1_cts	0.846	0.363	11800	9.54
2_1_floorplan	0.694	-	9890	5.00
5_1_grt	0.801	0.363	11800	10.2
3_5_place_dp	1.32	0.345	11200	8.27
[kinds of logic after synthesis]
family          after synthesis  share of synthesized area
xor+xnor                     66                     0.0585
compound gates              384                      0.266
simple gates                351                      0.171
fa+ha+maj                    38                     0.0481
flops                       122                      0.370
buf+inv                     206                     0.0803
mux                           6                    0.00659
[power by group]
group / leakage (nW) / internal [mW] / switching (mW)
logic: 2.35 / 2.86 / 2.94
registers: 1.13 / 1.67 / 0.940
clock network: 0.285 / 0.739 / 0.473
total: 3.77 / 5.27 / 4.36
[worst reg2reg max path: cells and delay by family, from the launching register on]
family | cells | cell delay [ns]
buffers and inverters | 2 | 0.49
and+or+nand+nor | 2 | 0.39
adders and majority gates | 1 | 0.45
DFF | 1 | 0.44
AOI/OAI and AO/OA | 4 | 1.29
[layout by cell type (no fill, tap or decap), types with 9 or more instances in the layout]
master             n
a21oi_1           29
a22oi_1          179
a31oi_1           91
a32oi_1           11
buf_4             31
clkbuf_16         17
clkdlybuf4s50_1  114
edfxtp_1         119
ha_1              38
inv_1             40
nand2_1           45
nand3_1           16
nor2_1           169
nor2b_1            9
nor3_1            35
nor4_1            12
o21ai_0           48
or4_1             12
xnor2_1           41
xor2_1            25
No activity file was given, so power comes from the tool's default toggle rates.
