`./config.mk`:
```
export PLATFORM = sky130hd
export DESIGN_NAME = flight_physics
export DESIGN_NICKNAME = flight_physics
export VERILOG_FILES = /design/flow/design.v
export SDC_FILE = /design/flow/constraint.sdc
export NUM_CORES = 4
export LEC_CHECK = 1
export CORE_UTILIZATION = 30
```
`./constraint.sdc`:
```
current_design flight_physics

set clk_period 4.9
set clk_io_pct 0.2

create_clock -name clk0 -period $clk_period [get_ports {Clk}]

set non_clock_inputs [all_inputs -no_clocks]
set_input_delay [expr $clk_period * $clk_io_pct] -clock clk0 $non_clock_inputs
set_output_delay [expr $clk_period * $clk_io_pct] -clock clk0 [all_outputs]
```
`./design.v`:
```
`timescale 1ns / 1ps
module flight_physics(Clk, reset, Start, Ack, Stop, BtnPress, Bird_X_L, Bird_X_R, Bird_Y_T, Bird_Y_B,
   q_Initial, q_Flight, q_Stop, PositiveSpeed, NegativeSpeed );
input 	Clk, reset, Start, Ack, Stop;
input 	BtnPress;
output [9:0] Bird_X_L;
output [9:0] Bird_X_R;
output [9:0] Bird_Y_T;
output [9:0] Bird_Y_B;
output [9:0] PositiveSpeed;
output [9:0] NegativeSpeed;
output q_Initial, q_Flight, q_Stop;
reg [2:0] state;
assign {q_Stop, q_Flight, q_Initial} = state;
reg [9:0] PositiveSpeed;
reg[9:0] pos_temp;
reg [9:0] NegativeSpeed;
reg [9:0] Bird_X_L;
reg [9:0] Bird_X_R;
reg [9:0] Bird_Y_T;
reg [9:0] Bird_Y_B;
localparam
			QInitial = 3'b001,
			QFlight	= 3'b010,
			QStop 	= 3'b100,
			UNK		= 3'bXXX;
parameter JUMP_VELOCITY = 10;  
parameter GRAVITY = 1;  
reg j;
always @ (posedge Clk, posedge reset)
begin	
	if(reset)
	begin
		state <= QInitial;
	end
	else
	begin
		case(state)
			QInitial:
			begin
				if(Start)  
					state <= QFlight;
				PositiveSpeed <= 10'd0;
				NegativeSpeed <= 10'd0;
				Bird_X_L <= 10'd230;  
				Bird_X_R <= 10'd250;  
				Bird_Y_T <= 10'd220; 
				Bird_Y_B <= 10'd240;  
			end	
			QFlight:
			begin
				if(Stop)
					state <= QStop;
				if(BtnPress && j == 0)
				begin
						PositiveSpeed <= JUMP_VELOCITY;
						NegativeSpeed <= 0;
						j <= 1;
				end
				else 
				begin
					j <= 0;
					if(PositiveSpeed > 0 && NegativeSpeed == 0)
					begin
						Bird_Y_T <= Bird_Y_T - PositiveSpeed;  
						Bird_Y_B <= Bird_Y_B - PositiveSpeed; 
						if(Bird_Y_T < PositiveSpeed || Bird_Y_B < PositiveSpeed)
						begin
							Bird_Y_T <= 10'd0;
							Bird_Y_B <= 10'd20;
						end
					end
					else if(NegativeSpeed > 0 && PositiveSpeed == 0)
					begin
						Bird_Y_T <= Bird_Y_T + NegativeSpeed;
						Bird_Y_B <= Bird_Y_B + NegativeSpeed;
						if((Bird_Y_T + NegativeSpeed) > 480 || (Bird_Y_B + NegativeSpeed) > 480)
						begin
							Bird_Y_T <= 10'd460;
							Bird_Y_B <= 10'd480;
						end
					end
						pos_temp = PositiveSpeed - GRAVITY;  
					if(PositiveSpeed < (pos_temp))  
					begin
						PositiveSpeed <= 0;
						NegativeSpeed <= GRAVITY - PositiveSpeed; 
					end
					else
					begin
						PositiveSpeed <= pos_temp;
						NegativeSpeed <=0;
					end
					if(PositiveSpeed == 0) 
					begin
						NegativeSpeed <= NegativeSpeed + GRAVITY;  
						if((NegativeSpeed) > 10'd300)
							NegativeSpeed <= 10'd300;  
					end
				end
			end	
			QStop:
			begin
				if(Ack)
					state <= QInitial;
			end
			default:
				state <= UNK;
		endcase
	end
end
endmodule
```
`./run.sh`:
```
#!/bin/bash
# OpenROAD 26Q1-2900-gdf79404cd8, Yosys 0.63+post, stock flow scripts
make -C /OpenROAD-flow-scripts/flow DESIGN_CONFIG=/design/flow/config.mk WORK_HOME=/design/flow/orfs finish
```
==> results_slide.txt <==
Synthesis and Place & Route Summary

Status
  • Status: finished clean

Global route
  • Antenna violations before repair: 0
  • GRT Util Overall: between 10% and 20%
  • GRT overflow: 0
  • First-pass GRT wire length: 19300 um
  • Largest net degree at the start of global routing: 22
  • Number of global-route vias before repair: ~3500

Synth
  • Top cells by area: edfxtp_1 (27%), ha_1 (14%), xnor2_1 (6.5%), a21oi_1 (4.4%), buf_4 (3.9%)
  • Post-synth top area share: around 27%
  • Cells after Synth: approximately 500
  • Basic Gates by Area: between 15 and 20%
  • Cell variety after synth: 76
  • Multiplexer share: less than 1%
  • Post-synth EDFFs: just over 40
  • XOR Share, Synth: roughly 9.0%
  • Async S/R FF share, synth: under 10%
  • Synth area leader: edfxtp_1
  • Flops after synth: 44
  • Ys Warns: 1
  • Adder Share, Synth: 15.6%
  • Mean Syn Cell Area: 9.29 um^2
  • Comb area leader: AND-OR/OR-AND gates
  • Chip area line of the yosys report: between 4000 and 5000 um^2
  • Ys cells: between 400 and 500
  • Area fraction in compound gates: about a fifth
  • Dominant flop cell: edfxtp_1
  • Seq share, synth: between 20% and 30%
  • Synth Cell Area: between 4000 and 5000 um^2

Setup path
  • CP required: between 4 and 5 ns
  • Worst Path Max Fanout: 11
  • Critical Path Source: PositiveSpeed[0]$_SDFFCE_PP0P_
  • Critical path type: reg -> reg
  • Worst R2R Start: PositiveSpeed[0]$_SDFFCE_PP0P_
  • CP max stage cell: edfxtp_1
  • Crit start category: flop
  • Worst Path Arrival: around 3.3 ns
  • CP Capture Type: flop
  • Critical-path cell list: ha_1 -> inv_1 -> fa_1 -> a211oi_1 -> o21bai_1 -> a2111oi_2 -> o31ai_1 -> nand4_1 -> a2bb2oi_1 -> o21ai_2
  • Max incr delay on CP: ~0.51 ns

Place
  • DP HPWL: around 9500 um
  • Routability congestion estimate: around 0.96
  • Dpl cells: about 700
  • Setup slack after placement: roughly 1.7 ns
  • # port buffers: approximately 48

Route
  • # diodes: 0
  • DRT Wirelength: 12400 um
  • Drt drc: 0
  • Wirelength per Cell: 17.1 um
  • Vias/cell: around 5.2
  • Vias: 3788
  • DR iter-0 viols: a little under 400
  • Post-DRT Antenna Nets: 0
  • Drt pass-1 iters: 5

Clocking
  • Root Driver: clkbuf_16
  • Htree depth: 2
  • Clk slew on worst S/H paths: roughly 0.07 ns
  • TritonCTS buffer count: 5
  • Worst-skew pair later-pin latency: about 0.30 ns
  • # resized after CTS: 0
  • Sink Count: between 40 and 50
  • CTS tree: yes
  • Post-CTS Setup Bufs: 0
  • Hold_buf cts: 0
  • CTS max path bufs: 2

Layout
  • Final cell count without fillers: about 720
  • Layout cells sized above 1: slightly above 8%
  • Gate Area: just over 3000 um^2
  • Fillers: approximately 1400
  • FF/Latch Area: 1310 um^2
  • Final core occ: a little over a third
  • Area Growth Syn to Fin: 16.2%

Pwr
  • P_leak: between 2 and 2.5 nW
  • Worst VDD drop: around 0.18 mV
  • Power Dens Cells: approximately 600 nW/um^2

Floorplan
  • Chip height: 126 um
  • Core area: 14800 um^2
  • Fp util: between 30% and 40%
  • Top-Level Pins: a little under 70
  • Core Rows: approximately 44
  • Die Size: between 15000 and 20000 um^2
  • Die width: 126 um

Flow run
  • # Max-Cap Violations: 0
  • Tool warning count: 28

Worst hold path
  • HP Class: reg -> reg
  • Hold_sp: state[0]$_DFFE_PP1P_

STA
  • Fmax: a little over 300 MHz
  • Worst-Margin Slew: 0.872 ns
  • RSZ-0062 raised after global routing: no
  • Final setup vio count: 0
  • Total negative setup slack: 0 ns
  • Post-layout period usage: around two thirds
  • Final Skew: 0.00362 ns
  • Final min period: 3.27 ns
  • Final hold vios: 0
  • Slew headroom: 41.6%
  • Fin worst setup slack: roughly 1.6 ns
  • Max Slew Vio Count: 0
-- path summary, 6_finish.rpt --
check	slack (ns)	cells after the start	end
min in group asynchronous	0.93	2	state[1]$_DFFE_PP0P_
min	0.56	1	state[2]$_DFFE_PP0P_
max reg2reg	1.63	10	Bird_Y_B[8]$_SDFFCE_PP0P_
max	1.63	10	Bird_Y_B[8]$_SDFFCE_PP0P_
min reg2reg	0.56	1	state[2]$_DFFE_PP0P_
max in group asynchronous	3.76	2	state[0]$_DFFE_PP1P_
-- report_power, final --
| group | leakage [nW] | total (W) | internal (W) | switching (W) |
|---|---|---|---|---|
| combinational | 1.55 | 0.00202 | 0.000901 | 0.00112 |
| clock | 0.0840 | 0.000400 | 0.000243 | 0.000158 |
| sequential | 0.406 | 0.000777 | 0.000573 | 0.000204 |
| total | 2.04 | 0.00320 | 0.00172 | 0.00148 |
-- cell type report --
type / count / share of cell area, %
Clock buffer: 5 / 2.34
Clock inverter: 3 / 0.890
Inverter: 31 / 2.18
Multi-Input combinational cell: 407 / 56.5
Sequential cell: 44 / 24.5
Tap cell: 184 / 4.31
Timing Repair Buffer: 50 / 9.27
-- cell usage after synthesis (all sizes together), types with 5 or more instances --
master  instances
nand3b          5
nor3           12
nand4           9
a211oi          8
xor2           13
o21a            9
edfxtp         41
xnor2          34
and3            5
inv            30
ha             51
nand2          33
nor2b           6
and2            8
a21o            8
nor4            5
o21ai          14
a21oi          46
o22ai           7
nor2           34
buf            29
nand3          15
-- layer usage --
layer  track usage [%]  vias up  wire length, um
met5                 0        -                0
met4              2.27        0              182
met3              4.55       14              952
met2              23.7      152             5360
met1              24.8     1746             5900
li1                  -     1876                -
-- stage by stage --
stage / total power [W] / cell area [um^2] / hold slack (ns)
after global placement: 0.00278 / 5170 / 0.520
after CTS: 0.00320 / 5340 / 0.565
final: 0.00320 / 5340 / 0.560
after detailed placement: 0.00278 / 5170 / 0.548
after global routing: 0.00346 / 5340 / 0.592
after floorplan: 0.00220 / 4660 / 0.493
-- flip-flops by register name, indices dropped and copies added, names as in the netlist --
register       count
PositiveSpeed     10
Bird_Y_T          10
j                  1
state              3
Bird_Y_B          10
NegativeSpeed     10
-- critical path: cells and delay by family, from the launching register on --
kind | cells | cell delay (ns)
adders and majority gates | 2 | 0.66
buffers and inverters | 1 | 0.06
and+or+nand+nor | 1 | 0.45
AOI/OAI and AO/OA | 6 | 1.32
DFF | 1 | 0.51
-- kinds of logic (layout without fill, tap and decap cells) --
family          Yosys count  after routing
simple gates            150            150
compound gates          132            132
other cells               2             20
xor+xnor                 47             47
mux                       3              3
buf+inv                  62             89
flops                    44             44
fa+ha+maj                55             55
-- layout by cell type (no fill, tap or decap), drive strengths merged, types with 12 or more instances in the layout --
master and instances:
clkdlybuf4s50 48, nand2 33, nor3 12, nand3 15
xnor2 34, conb 20, xor2 13, a21oi 46
nor2 34, ha 51, inv 30, edfxtp 41
o21ai 14
No activity file was given, so power comes from the tool's default toggle rates.
