==> flow/design.v <==
`timescale 1ns / 1ps
module obstacle_logic(
	Clk,reset,
	Q_Initial,
	Q_Check,
	Q_Lose, 
	Start, Ack, 
	X_Edge_Left,
	X_Edge_Right,
	Y_Edge_Top,
	Y_Edge_Bottom,
	Bird_X_L, Bird_X_R, Bird_Y_T, Bird_Y_B
	);
input 	Clk, reset, Start, Ack;
input [9:0] Bird_X_L;  
input [9:0] Bird_Y_T;  
input [9:0] Bird_X_R;  
input [9:0] Bird_Y_B;  
input	[9:0] X_Edge_Left;  
input	[9:0] X_Edge_Right;  
input	[9:0] Y_Edge_Top;  
input	[9:0] Y_Edge_Bottom;  
output 	Q_Initial,
			Q_Check, Q_Lose;
reg 	Lose;		
reg	Check;	
reg 	Initial;
reg [2:0] state;
reg [9:0] t1;
reg [9:0] t2;
reg [9:0] t3;
reg [9:0] t4;
integer loseCounter;
assign {Q_Lose, Q_Check,
			Q_Initial } = state;
localparam
			QInitial = 3'b001,
			QCheck	= 3'b010,
			QLose 	= 3'b100,
			UNK		= 3'bXXX;
always @ (posedge Clk, posedge reset)
begin
	if(reset)
	begin
		state <= QInitial;
	end
	else
	begin
		case(state)
			QInitial:
			begin
				if(Start)  
					state <= QCheck;
			end	
			QCheck:
			begin
				if( (Bird_Y_T >= Y_Edge_Bottom || Bird_Y_B <= Y_Edge_Top)
					&& (Bird_X_R > X_Edge_Left && Bird_X_L < X_Edge_Right) )
					begin
						state <= QLose;
					end
			end	
			QLose:
			begin
				loseCounter <= loseCounter+1;
				if(Ack && loseCounter>=1600)
					begin						
						state <= QInitial;
						loseCounter <= 0;
					end
			end
			default:
				state <= UNK;
		endcase
	end
end
endmodule
==> flow/run.sh <==
#!/bin/bash
# OpenROAD 26Q1-2900-gdf79404cd8, Yosys 0.63+post, stock flow scripts
make -C /OpenROAD-flow-scripts/flow DESIGN_CONFIG=/design/flow/config.mk WORK_HOME=/design/flow/orfs finish
==> flow/config.mk <==
export PLATFORM = sky130hd
export DESIGN_NAME = obstacle_logic
export DESIGN_NICKNAME = obstacle_logic
export VERILOG_FILES = /design/flow/design.v
export SDC_FILE = /design/flow/constraint.sdc
export NUM_CORES = 4
export LEC_CHECK = 1
export CORE_UTILIZATION = 50
==> flow/constraint.sdc <==
current_design obstacle_logic

set clk_period 4.0
set clk_io_pct 0.2

create_clock -name clk0 -period $clk_period [get_ports {Clk}]

set non_clock_inputs [all_inputs -no_clocks]
set_input_delay [expr $clk_period * $clk_io_pct] -clock clk0 $non_clock_inputs
set_output_delay [expr $clk_period * $clk_io_pct] -clock clk0 [all_outputs]
==> job_summary.md <==
## PnR job results

| Metric | Value |
|---|---|
| Worst-path cell chain | `clkdlybuf4s50_1 -> inv_1 -> ha_1 -> or4b_2 -> a211o_1 -> a31oi_1 -> a41oi_1` |
| Instance tally after logic synthesis | `314` |
| Primary flip-flop cell chosen by synthesis mapping | `sky130_fd_sc_hd__edfxtp_1` |
| Dpl cells | `roughly 470` |
| Max Buffers Root-to-Sink | `2` |
| EDFF count, synth | `32` |
| Yosys Instances | `between 300 and 400` |
| Horizontal die dimension | `78.4 um` |
| Number of routed nets with antenna violations | `0` |
| Placeable core region | `roughly 5600 um2` |
| Clock sinks | `35` |
| Max stage delay on crit path | `~0.6 ns` |
| Count of buffers from port buffering | `roughly 86` |
| Count of final setup violators | `0` |
| Worst hold margin | `about 0.51 ns` |
| Largest net degree at the start of global routing | `33` |
| Total power of the final layout | `between 0.8 and 0.9 mW` |
| Clock transition at the register clock pins on the worst setup and hold paths after CTS | `approximately 0.07 ns` |
| Design area | `between 3000 and 4000 um2` |
| Number of core rows | `27` |
| Total via count after detailed routing | `about 2500` |
| Overall die height | `78.4 um` |
| Relative slew slack | `between 50% and 60%` |
| Post-CTS Setup Repair Bufs | `0` |
| Violation tally from detailed-route iteration zero | `about 94` |
| Number of global-route vias before repair | `approximately 2400` |
| Post_cts resized | `0` |
| Number of slew-limit violations in the final report | `0` |
| Final antenna diode count | `0` |
| Global placer's final weighted congestion | `0.791` |
| Ratio of total power to cell area | `between 200 and 250 nW/um2` |
| CP Data Arrival Time | `2.66 ns` |
| Clock Tree Root | `sky130_fd_sc_hd__clkbuf_8` |
| Netlist area before placement | `2920 um2` |
| Element type at the critical path end | `register` |
| Setup Total Neg Slack | `0 ns` |
| Initial antenna violation count | `0` |
| Type of the worst setup path | `in -> reg` |
| Init Core Util | `a little over half` |
| Fill cell total of the finished layout | `between 400 and 500` |
| Critical path's slowest cell | `sky130_fd_sc_hd__or4b_2` |
| Area figure in the yosys stat output | `2920 um2` |
| Total GRT Usage | `20.7%` |
| Router iterations before antenna repair | `4` |
| Avg WL per Cell | `between 10 and 15 um` |
| RSZ-0062 raised after global routing | `no` |
| Routed via count divided by cell count | `5.23` |
| Status | `complete, no violations` |
| Critical path launch point type | `primary input` |
| Total grt overflow | `0` |
| Placed Instance Area | `roughly 3900 um2` |
| Crit path DRT | `between 4 and 5 ns` |
| Fraction of layout cells with a size suffix above 1 | `6.17%` |
| Leakage component of the power | `around 1.7 nW` |
| Final Worst Setup Slack | `~1.5 ns` |
| Dpl hpwl | `roughly 4600 um` |
| Tally of non-filler cells in the final layout | `around 480` |
| Share of the clock period used by the worst path | `between 60% and 70%` |
| H-Tree Level Count | `2` |
| Setup Slack @ Placement | `~1.2 ns` |
| Tool warnings | `28` |
| Maximum clock frequency | `between 0.3 and 0.4 GHz` |
| Post-CTS Hold Buffers | `0` |
| Count of cell types in the netlist | `between 40 and 50` |
| Transition time of the tightest slew-check pin | `about 0.7 ns` |
| Peak supply drop | `0.122 mV` |
| Number of buffers added by the clock tree synthesis step | `5` |
| Register bit total from synthesis | `35` |
| Max Cap Violations | `0` |
| Routed Wire Length | `5700 um` |
| Mean cell area of the mapped netlist | `approximately 9.3 um2` |
| Post-detailed-route DRC marker count | `0` |
| Fraction of the core area covered by cells at the end of the flow | `a little under three quarters` |
| Top fanout value on the critical path | `2` |
| Sequential area share after synthesis | `between 30% and 40%` |
| Asr flop ratio synth | `about 8.6%` |
| Worst Hold Class | `reg -> reg` |
| Clk ins delay skew pair | `~0.28 ns` |
| Count of yosys warnings during synthesis | `1` |
| Setup skew after layout | `between 0.007 and 0.008 ns` |
| Total Die Area | `6150 um2` |
| Final hold violations | `0` |
| Area delta synth->final | `35.5%` |
| IO Pins | `roughly 87` |
| Clock tree from TritonCTS | `built` |
| Minimum clock period after layout | `2.51 ns` |
| Global-route wire length before repair | `slightly above 10000 um` |
## layout by cell type, fill, tap and decap left out, types with 8 or more instances in the layout
cell	count
sky130_fd_sc_hd__nand3_1	11
sky130_fd_sc_hd__nand4_1	14
sky130_fd_sc_hd__a21o_1	8
sky130_fd_sc_hd__nand2_1	16
sky130_fd_sc_hd__nor2_1	30
sky130_fd_sc_hd__edfxtp_1	32
sky130_fd_sc_hd__xor2_1	17
sky130_fd_sc_hd__inv_1	46
sky130_fd_sc_hd__a21oi_1	19
sky130_fd_sc_hd__and3_1	8
sky130_fd_sc_hd__ha_1	41
sky130_fd_sc_hd__clkdlybuf4s50_1	86
## flip-flops by register name (all words and copies together) (netlist names)
name,flops
state,3
loseCounter,32
## cell usage after synthesis (2+ instances only)
cell type                  instances  area share, %
sky130_fd_sc_hd__nand3_1          11            1.9
sky130_fd_sc_hd__inv_1            46            5.9
sky130_fd_sc_hd__a41oi_1           2           0.60
sky130_fd_sc_hd__buf_2             4           0.69
sky130_fd_sc_hd__nand2_1          16            2.1
sky130_fd_sc_hd__nor3_1            5           0.86
sky130_fd_sc_hd__and4_1            3           0.90
sky130_fd_sc_hd__a21oi_1          19            3.3
sky130_fd_sc_hd__and3_1            8            1.7
sky130_fd_sc_hd__dfrtp_1           2            1.7
sky130_fd_sc_hd__a31oi_1           2           0.43
sky130_fd_sc_hd__o21ai_0           6            1.0
sky130_fd_sc_hd__nand4_1          14            3.0
sky130_fd_sc_hd__nor2b_1           3           0.64
sky130_fd_sc_hd__o221ai_1          2           0.60
sky130_fd_sc_hd__nor4_1            5            1.1
sky130_fd_sc_hd__or4_1             3           0.77
sky130_fd_sc_hd__a21o_1            8            2.1
sky130_fd_sc_hd__nand2b_1          4           0.86
sky130_fd_sc_hd__xnor2_1           7            2.1
sky130_fd_sc_hd__or3_2             3           0.77
sky130_fd_sc_hd__xor2_1           17            5.1
sky130_fd_sc_hd__nor2_1           30            3.9
sky130_fd_sc_hd__ha_1             41             18
sky130_fd_sc_hd__o221a_2           2           0.77
sky130_fd_sc_hd__edfxtp_1         32             33
## cell type report
type | instances | area [um2] | area share, %
well taps | 72 | 90.1 | 2.27
inverters | 46 | 173 | 4.36
flip-flops and latches | 35 | 1040 | 26.2
clock inverters | 3 | 15.0 | 0.379
multi-input cells | 227 | 1690 | 42.7
repair buffers | 89 | 883 | 22.3
clock buffers | 5 | 68.8 | 1.74
## worst max-delay path, delay by kind of cell
| family | cells | cell delay [ns] |
|---|---|---|
| compound gates | 3 | 0.62 |
| simple gates | 1 | 0.60 |
| buf+inv | 2 | 0.49 |
| fa+ha+maj | 1 | 0.16 |
## kinds of logic after synthesis
family	after synthesis	share of synthesized area, %
mux	1	0.385
fa+ha+maj	41	17.6
compound gates	46	10.2
simple gates	115	22.1
flops	35	35.5
xor+xnor	24	7.19
buf+inv	52	6.98
## per-layer routing
metal,vias up,global-route usage [%],routed length (um)
li1,1306,-,-
met1,1111,30.5,2680
met2,73,32.5,2540
met3,5,5.90,424
met4,0,2.04,62
met5,-,0,0
## path summary, 6_finish.rpt
path / startpoint / end / slack (ns) / depth (start not counted)
worst max-delay path: X_Edge_Right[9] / state[1] / 1.49 / 7
worst min-delay path: state[1] / state[0] / 0.51 / 1
worst max register to register: loseCounter[26] / state[2] / 1.55 / 6
worst min register to register: state[1] / state[0] / 0.51 / 1
max in group asynchronous: reset / state[0] / 3.06 / 2
min in group asynchronous: reset / state[1] / 0.73 / 2
## report_power, final
| part | internal [mW] | total [mW] | leakage [nW] | switching [mW] |
|---|---|---|---|---|
| Combinational | 0.132 | 0.204 | 1.31 | 0.0725 |
| Clock | 0.118 | 0.242 | 0.0392 | 0.124 |
| Sequential | 0.408 | 0.420 | 0.324 | 0.0123 |
| Total | 0.658 | 0.867 | 1.68 | 0.208 |
Power figures rest on the tool's default switching activity, not on a simulated workload.
